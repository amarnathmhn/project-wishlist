==> design/flow/design.v <==
`timescale 1ns / 1ps
module MotorDriver #(parameter COUNTER_WIDTH=16)(
    input clk,
    input rst,
    input  dir,  
	 input [COUNTER_WIDTH-1:0]speed,  
	 output [1:0] motor_inputs,   
	 output pwm_en
    );
	 PwmGen #(.COUNTER_WIDTH(COUNTER_WIDTH) )pwmGen(.clk(clk),.rst(rst), .CYCLES_IN_1MS(50000), .pwm_i(speed), .pwm_o(pwm_en) );
	 assign motor_inputs = 1 << dir ;
endmodule
`timescale 1ns / 1ps
module PwmGen #(parameter COUNTER_WIDTH = 16)(
    input clk,
    input rst,
	 input[COUNTER_WIDTH-1:0] CYCLES_IN_1MS,
    input[COUNTER_WIDTH-1:0] pwm_i,
    output pwm_o
    );
	reg pwm_reg;
	assign pwm_o = pwm_reg;
	reg[COUNTER_WIDTH-1:0] counter = 0;
	always@(posedge clk or negedge rst)begin
		if(!rst) begin
			counter <= 0;
			pwm_reg <= 0;
		end
		else begin
			if(counter <= CYCLES_IN_1MS - pwm_i)begin
				counter <= counter + 1;
				pwm_reg <= 0;
			end
			else if(counter <= CYCLES_IN_1MS)begin
				pwm_reg <= 1;
				counter <= counter +1;
			end
			else begin
				counter <= 0;
				pwm_reg <= 0;
			end
		end
	end
endmodule
==> design/flow/run.sh <==
#!/bin/bash
# OpenROAD 26Q1-2900-gdf79404cd8, Yosys 0.63+post, stock flow scripts
make -C /OpenROAD-flow-scripts/flow DESIGN_CONFIG=/design/flow/config.mk WORK_HOME=/design/flow/orfs finish
==> design/flow/config.mk <==
export PLATFORM = sky130hd
export DESIGN_NAME = MotorDriver
export DESIGN_NICKNAME = MotorDriver
export VERILOG_FILES = /design/flow/design.v
export SDC_FILE = /design/flow/constraint.sdc
export NUM_CORES = 4
export LEC_CHECK = 1
export CORE_UTILIZATION = 30
==> design/flow/constraint.sdc <==
current_design MotorDriver

set clk_period 3.8
set clk_io_pct 0.2

create_clock -name clk0 -period $clk_period [get_ports {clk}]

set non_clock_inputs [all_inputs -no_clocks]
set_input_delay [expr $clk_period * $clk_io_pct] -clock clk0 $non_clock_inputs
set_output_delay [expr $clk_period * $clk_io_pct] -clock clk0 [all_outputs]
==> flow_summary.json <==
{
  "period_used_pct": 96.46,
  "rows": 25,
  "largest_register_ffs": 16,
  "root_buffer": "clkbuf_8",
  "globalplace.congestion": 0.8159,
  "irDropWorstVdd_uv": 260.6,
  "io_buffers": 21,
  "syn_to_final_growth_pct": 30.75,
  "grt_max_degree": 18,
  "ioPinCount": 22,
  "netlist_top_cells_count": "19 x ha_1, 17 x dfrtp_1, 15 x a21oi_1, 15 x xor2_1, 12 x xnor2_1",
  "cts_buffers": 3,
  "cts_setup_buffers": 0,
  "fin_skew_ns": 0.003283,
  "dieArea_um2": 5403,
  "slowest_stage": "or4b_4",
  "top_cells_by_area": "dfrtp_1 28%, ha_1 15%, xor2_1 8.6%",
  "powerDensity_nw_per_um2": 544.0,
  "post-place-ws_ns": -0.2230,
  "synth_flops": 17,
  "synth.most_common_cell": "ha_1",
  "cpLargestDelayFamily": "AND-OR/OR-AND gates",
  "critical-path-max-stage-delay_ns": 0.61,
  "cts_sinks": 17,
  "drtIter0Drc": 33,
  "ys_seq_share_pct": 27.73,
  "fp-utilization_pct": 31.84,
  "cts_tree": "yes",
  "hold_class": "register to register",
  "coreArea_um2": 4817,
  "clockBufferDepth": 2,
  "power.total_mw": 1.091,
  "worstHoldStart": "pwmGen.counter[0]",
  "maxCapViolations": 0,
  "setup_ws_ns": 0.1344,
  "syn_area_per_cell_um2": 9.131,
  "dieHeight_um": 73.51,
  "worstPathRequired_ns": 3.94,
  "vias_per_cell": 4.904,
  "netlist_area_um2": 1534,
  "async_flop_share_pct": 100.0,
  "n_fill_cell": 482,
  "largest_area_cell": "dfrtp_1",
  "ant_nets": 0,
  "edf_count": 0,
  "htreeDepth": 1,
  "grt.total_usage_pct": 12.93,
  "hold_depth": 1,
  "p_leak_nw": 0.8529,
  "yosys_area_um2": 1534,
  "vias": 1334,
  "avgRoutedWirePerCell_um": 12.82,
  "synth-main-ff-cell": "dfrtp_1",
  "finalWirelength_mm": 3.487,
  "final_area_um2": 2006,
  "warnings": 26,
  "hold_violations": 0,
  "drtPass1Iterations": 4,
  "critical_path_class": "input port to register",
  "crit_arrival_ns": 3.80,
  "final_max_slew_viol_count": 0,
  "overflow": 0,
  "grt_pass1_wl_mm": 5.457,
  "antenna_found_initial": 0,
  "clk_pin_slew_ns": 0.06,
  "logic_area_um2": 1094,
  "n_antenna_cell": 0,
  "cp.depth": 12,
  "place_hpwl_mm": 2.476,
  "crit_path_end_kind": "register",
  "synth_cell_types": 32,
  "crit_chain": "clkdlybuf4s50_1 -> o41a_1 -> o21ai_1 -> a21oi_2 -> o41ai_2 -> o21ai_1 -> ha_1 -> nand4_2 -> nor3_1 -> a21boi_2 -> or4b_4 -> and3_1",
  "seq_area_um2": 425.4,
  "first_global_vias": 1223,
  "clk_latency_ns": 0.25,
  "status": "finished, final reports clean",
  "syn_inst": 168,
  "worstSetupStartpointType": "input port",
  "fmax_mhz": 272.8,
  "top_area_share_pct": 27.73,
  "rr_worst_depth": 6,
  "fin_hold_ws_ns": 0.5258,
  "critPathMostFrequentCell": "o21ai_1",
  "dieWidth_um": 73.51,
  "crit_fanout": 5,
  "path_buffers": 1,
  "placed_area_um2": 1902,
  "yosys_warnings": 2,
  "drcViolationCount": 0,
  "crit_start": "speed[1]",
  "layout-drive-gt1-share_pct": 19.02,
  "setup_viol": 0,
  "relSlewSlack_pct": 50.04,
  "period_needed_ns": 3.666,
  "rr_startpoint": "pwmGen.counter[1]",
  "tightest_slew_ns": 0.7470,
  "yosysCellCount": 168
}
-- worst paths after layout --
check | slack [ns] | end
worst min-delay path | 0.53 | pwmGen.counter[0]
min in group asynchronous | 0.96 | pwmGen.counter[9]
worst min register to register | 0.53 | pwmGen.counter[0]
max in group asynchronous | 2.38 | pwmGen.counter[14]
worst max register to register | 1.67 | pwmGen.pwm_reg
worst max-delay path | 0.13 | pwmGen.pwm_reg
-- power breakdown --
part | internal [mW] | switching [mW]
combinational | 0.274 | 0.282
clock | 0.0742 | 0.0566
sequential | 0.264 | 0.140
total | 0.612 | 0.479
-- metal layers --
layer	global-route usage, %	up-vias	wire, um
met5	0	-	0
met4	2.350	0	47
met3	1.526	4	195
met2	18.76	35	1366
met1	21.08	599	1877
li1	-	696	-
-- layout by cell type, fill, tap and decap left out, types with 2 or more instances in the layout --
| cell type | count |
|---|---|
| or4b_4 | 3 |
| nor2_1 | 10 |
| nand2_1 | 11 |
| ha_1 | 19 |
| a21oi_1 | 13 |
| nand3_1 | 9 |
| dfrtp_1 | 17 |
| a21oi_2 | 13 |
| and4_1 | 3 |
| buf_4 | 13 |
| a21o_1 | 2 |
| inv_1 | 8 |
| clkbuf_8 | 3 |
| nor3_1 | 5 |
| o21ai_1 | 4 |
| nand4_1 | 5 |
| clkdlybuf4s50_1 | 21 |
| xor2_1 | 15 |
| xnor2_1 | 12 |
| a21boi_1 | 2 |
-- logic make-up after synthesis --
logic type	after synthesis	share of synthesized area [%]
AOI/OAI and AO/OA	42	18.68
buffers and inverters	12	4.812
and+or+nand+nor	51	17.86
DFF	17	27.73
xor gates and xnor gates	27	15.42
adders and majority gates	19	15.50
-- metrics by stage --
stage | utilization [%] | setup TNS [ns] | instances
after CTS | 40.42 | 0 | 270
after detailed placement | 39.48 | -2.437 | 266
after floorplan | - | 0 | 168
after global placement | 39.48 | -1.631 | 266
after global routing | 41.64 | -0.01345 | 272
final | 41.64 | 0 | 272
-- timing repair --
item,4_1_cts,5_1_grt
hold buffers,0,0
setup endpoints to repair,0,17
gates resized,0,9
-- layout make-up --
class	instances	share of cell area, %
Tap cell	67	4.180
Sequential cell	17	21.21
Inverter	8	1.497
Multi-Input combinational cell	141	54.52
Clock buffer	4	2.246
Timing Repair Buffer	35	16.34
Power and IR drop assume default switching activity.
